==> /design/flow/design.v <==
module seven_segment (
input [3:0]i,
output reg [6:0]o
);
always @(*)
begin
	case (i)	     
		4'b0000: o = 7'b0000001;
		4'b0001: o = 7'b1001111;
		4'b0010: o = 7'b0010010;
		4'b0011: o = 7'b0000110;
		4'b0100: o = 7'b1001100;
		4'b0101: o = 7'b0100100;
		4'b0110: o = 7'b0100000;
		4'b0111: o = 7'b0001111;
		4'b1000: o = 7'b0000000;
		4'b1001: o = 7'b0001100;
		4'b1010: o = 7'b0001000;
		4'b1011: o = 7'b1100000;
		4'b1100: o = 7'b0110001;
		4'b1101: o = 7'b1000010;
		4'b1110: o = 7'b0110000;
		4'b1111: o = 7'b0111000;
		default: o = 7'b1111111;
	endcase
end
endmodule
==> /design/flow/run.sh <==
#!/bin/bash
# OpenROAD 26Q1-2900-gdf79404cd8, Yosys 0.63+post, stock flow scripts
make -C /OpenROAD-flow-scripts/flow DESIGN_CONFIG=/design/flow/config.mk WORK_HOME=/design/flow/orfs finish
==> /design/flow/config.mk <==
export PLATFORM = sky130hd
export DESIGN_NAME = seven_segment
export DESIGN_NICKNAME = seven_segment
export VERILOG_FILES = /design/flow/design.v
export SDC_FILE = /design/flow/constraint.sdc
export NUM_CORES = 4
export LEC_CHECK = 1
export CORE_AREA = 10 10 70 70
export DIE_AREA = 0 0 80 80
==> /design/flow/constraint.sdc <==
current_design seven_segment

set clk_period 1.0
set clk_io_pct 0.2

create_clock -name clk0 -period $clk_period

set non_clock_inputs [all_inputs -no_clocks]
set_input_delay [expr $clk_period * $clk_io_pct] -clock clk0 $non_clock_inputs
set_output_delay [expr $clk_period * $clk_io_pct] -clock clk0 [all_outputs]
==> results_slide.txt <==
Synthesis and Place & Route Summary

Outcome
  • Status: finished with violations
  • Failing checks: negative setup slack

Hold path
  • Classification of the worst-slack hold path: in2out

Synthesis
  • Synth Instances: 38
  • Area of the mapped netlist: 265 sq um
  • Yosys cell types: 19
  • Post-synthesis cell count from yosys: 38
  • Part of the Yosys area used for sequential elements: 0%
  • Synthesis area per yosys: 265 sq um
  • Yosys warnings: 1
  • Average size of a mapped cell: 6.98 sq um

Final layout
  • Flip-flop and latch count: 0
  • Post-route cell area: 686 sq um
  • Share of post-route cells with drive strength above 1: 80.3%
  • FF/Latch Area: 0 sq um
  • Tally of clock buffers in the finished layout: 0
  • Synthesis-to-finish area growth: 158%
  • Filler instances: 377

Setup path
  • Worst path arrival time: 1.13 ns
  • Startpoint type of the worst setup path: input port
  • CP Capture Type: output port
  • Required time reported for the critical path endpoint: 0.80 ns
  • Crit path kind: in2out
  • Peak fanout along the critical path: 3

STA
  • Headroom to the max-slew limit: 83.6%
  • Hold slack final: 0.868 ns
  • Time the final worst path needs with I/O delays and setup: 1.33 ns
  • Final Max Slew Viols: 0
  • Final hold violations: 0
  • Final worst slack: -0.328 ns
  • Total of endpoints with negative setup slack in the final report: 7
  • Maximum clock rate: 753 MHz
  • RSZ-0062 raised after global routing: yes
  • Total Negative Setup Slacks: -1.59 ns
  • Final worst-path cycle share: 133%
  • Actual transition at the worst max-transition pin: 0.244 ns

Placed design
  • Number of port buffers: 11
  • Post-detailed-placement half-perimeter wirelength: 772 um
  • DP Area: 556 sq um
  • Final GP Congestion: 0.744
  • Minimum setup slack after placement: -1.24 ns

Drt
  • Detailed router's first-iteration violation count: 0
  • Post-route DRC violation count: 0
  • N_diodes: 0
  • Remaining number of nets flagged by the antenna check after routing: 0
  • Number of vias in the routed layout: 365
  • Average detailed-routed wire length per instance: 9.28 um
  • 1st-pass router iterations: 1
  • Per-cell via count in the routed design: 3.26
  • Total wire length after detailed routing: 1040 um

Floorplanning
  • Die width: 80 um
  • Chip footprint: 6400 sq um
  • Core region area: 3420 sq um
  • Pre-placement core utilization: 7.77%
  • Core Rows: 21
  • Number of I/O pins: 11
  • Vertical extent of the die: 80 um

Global route
  • Antenna violations before repair: 0
  • Largest net degree at the start of global routing: 10
  • First-pass GRT wire length: 1660 um
  • Total global routing track utilization: 3.00%
  • Number of global-route vias before repair: 372
  • Remaining global-route overflow: 0

Run
  • Number of max-cap violations: 0
  • Tool warnings: 39

Power and ir drop
  • PD cells: 394 nW/um^2
  • Pleak: 0.296 nW
  • Worst IR Drop VDD: 0.178 mV
## power breakdown
| part | internal [mW] | switching (mW) |
|---|---|---|
| sequential | 0 | 0 |
| combinational | 0.159 | 0.111 |
| clock | 0 | 0 |
## routing by layer
metal	vias to the layer above	track usage [%]	wire length [um]	share of wire [%]
li1	191	-	-	-
met1	172	3.43	433	42
met2	2	6.26	605	58
met3	0	0	1	0.096
met4	0	0	0	0
met5	-	0	0	0
## placed cells by master, fill, tap and decap left out, drive strengths merged
cell type	n
a22o	1
o32ai	1
clkdlybuf4s15	1
nand3	3
a21boi	1
a21oi	3
nor2b	1
nor2	6
dlygate4sd2	1
nand2	2
ha	6
mux2	2
o31ai	1
inv	3
or3b	1
o21ai	5
buf	28
## per-stage QoR
step	instances	utilization [%]	power, mW
after global placement	107	16.3	0.216
after global routing	112	20.1	0.294
after floorplan	38	-	0.0852
after CTS	109	18.5	0.244
final	112	20.1	0.270
after detailed placement	107	16.3	0.218
## logic make-up (layout without fill, tap and decap cells)
family / after synthesis / in the layout / synth area share (%)
AND/OR/NAND/NOR: 13 / 13 / 22.6
AND-OR/OR-AND: 12 / 12 / 30.2
adder cells (fa/ha/maj): 6 / 6 / 28.3
buffers and inverters: 5 / 33 / 8.96
multiplexers: 2 / 2 / 9.90
## cell usage after synthesis (all sizes together)
cell    number  share of area [%]
a21oi        3                5.7
a22o         1                3.3
nand3        3                5.7
mux2         2                9.9
a21boi       1                2.8
inv          3                4.2
ha           6                 28
nand2        2                2.8
buf          2                4.7
o21ai        5                9.4
o31ai        1                2.8
nor2b        1                2.4
or3b         1                3.3
nor2         6                8.5
o32ai        1                6.1
## layout make-up
cell class	instances	area, sq um	share of cell area [%]
Inverter	3	18.8	2.74
Tap cell	46	57.6	8.39
Timing Repair Buffer	30	258	37.6
Multi-Input combinational cell	33	352	51.3
## repair_timing
action / in CTS / in global routing
setup endpoints to repair: 7 / 7
hold buffers: 0 / 0
buffers inserted: 2 / 3
resized: 65 / 8
pin swaps: 14 / 5
## critical path: stages
cell and delay [ns]:
sky130_fd_sc_hd__buf_8 0.10, sky130_fd_sc_hd__inv_2 0.10, sky130_fd_sc_hd__buf_4 0.13, sky130_fd_sc_hd__ha_1 0.17, sky130_fd_sc_hd__nor2_1 0.05, sky130_fd_sc_hd__o31ai_1 0.23, sky130_fd_sc_hd__buf_2 0.15
## worst paths after layout
path	from	endpoint	slack [ns]	depth (start not counted)
worst min-delay path	i[2]	o[2]	0.87	5
worst max-delay path	i[0]	o[6]	-0.33	7
Power and IR drop assume default switching activity.
