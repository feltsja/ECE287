$ cat design/flow/design.v
module random_number_generator(
	input clk,
	input rst,
	input [15:0]random_seed,
	input new_random_seed,
	input random_number_output,
	output reg [19:0]random_number
);
reg [127:0]lfsr;  
always @(posedge clk or negedge rst)
begin
	if (rst == 1'b0)
	begin
		random_number <= 20'd0;
		lfsr <= 128'd42;
	end
	else
	begin
		if (new_random_seed == 1'b1)
		begin
			lfsr <= {
						random_seed,
						random_seed,
						random_seed,
						random_seed,
						random_seed,
						random_seed,
						random_seed,
						random_seed};
		end
		else
		begin
			if (random_number_output == 1'b1)
				random_number = lfsr[78:59];  
			else
				lfsr <= {lfsr[126:96], lfsr[0] ^ lfsr[62] ^ lfsr [120] ^ lfsr[2],   
						 lfsr[94:64], lfsr[5] ^ lfsr[81] ^ lfsr [97] ^ lfsr[94],  
						 lfsr[62:32], lfsr[3] ^ lfsr[30] ^ lfsr [111] ^ lfsr[93],   
						 lfsr[30:0], lfsr[7] ^ lfsr[127] ^ lfsr [112] ^ lfsr[92]};  
		end
	end
end
endmodule
$ cat design/flow/constraint.sdc
current_design random_number_generator

set clk_period 1.4
set clk_io_pct 0.2

create_clock -name clk0 -period $clk_period [get_ports {clk}]

set non_clock_inputs [all_inputs -no_clocks]
set_input_delay [expr $clk_period * $clk_io_pct] -clock clk0 $non_clock_inputs
set_output_delay [expr $clk_period * $clk_io_pct] -clock clk0 [all_outputs]
$ cat design/flow/config.mk
export PLATFORM = sky130hd
export DESIGN_NAME = random_number_generator
export DESIGN_NICKNAME = random_number_generator
export VERILOG_FILES = /design/flow/design.v
export SDC_FILE = /design/flow/constraint.sdc
export NUM_CORES = 4
export LEC_CHECK = 1
export CORE_UTILIZATION = 50
$ cat design/flow/run.sh
#!/bin/bash
# OpenROAD 26Q1-2900-gdf79404cd8, Yosys 0.63+post, stock flow scripts
make -C /OpenROAD-flow-scripts/flow DESIGN_CONFIG=/design/flow/config.mk WORK_HOME=/design/flow/orfs finish
==> impl_metrics.toml <==
# flow metrics
[power]
power.leakage_uw = 0.003128
ir_drop_v = 0.0008113
power.density_nw_per_um2 = 1375

[finish]
area.growth.synth_to_final_pct = 18.97
design_area_um2 = 7816
drive_gt1_share_pct = 12.05
final_cells = 844
fillers = 1055

[setup_path]
crit_fanout = 2
crit_required_ps = 1120
slowest_stage = "dfrtp_1"
setup.worst_path.class = "flop to output port"
worstPathArrival_ps = 1050
start_kind = "flop"
crit_buf_inv = 1
cp_top_family = "flip-flops"
cp-end-kind = "output port"
max_stage_delay_ps = 400
cp_cell_sequence = "dlygate4sd2_1"

[clock_network]
cts_sinks = 146
cts_buffer_depth = 2
clock_latency_ps = 420
cts_made_buffers = 17
cts_tree = "done"
path_clk_slew_ps = 60
cts_htree_levels = 4
clock-root-buffer = "clkbuf_16"

[timing]
slew_violations = 0
hold_violations = 0
max_freq_mhz = 749.9
setup_slack_ps = 66.45
rsz0062_at_grt = "no"
fin_crit_ps = 1334
finalCritPeriodShare_pct = 95.25
worstMarginPinSlew_ps = 317.0
max_slew_margin_pct = 78.87
skew_ps = 4.560
tns_ps = 0
setup_violations = 0

[flow_run]
cap_violations = 0
warning_count = 25

[die]
rows = 41
design.portCount = 40
die_y_um = 116.6
fp_util_pct = 51.64
die_w_um = 116.6
core_area_um2 = 12720
die-area_um2 = 13600

[status]
status = "complete, no violations"

[route]
dr.first_iter.drc_count = 294
drt_wl_total_um = 14300
ant_nets = 0
wl_per_cell_um = 16.94
via_per_inst = 5.327
route.detailed.drc = 0
firstDrtPassIters = 4
diodes = 0
vias = 4496

[synthesis]
ys_area_um2 = 6570
postSynthCellCount = 631
ys_seq_share_pct = 55.67
syn-cell-area_um2 = 6570
ys_types = 17
top_cells_by_area = "dfrtp_1 (54%), a211oi_1 (14%), nor2b_1 (13%)"
synth_flops = 146
yosysCellCount = 631
synth.top_cell.area_share_pct = 54.47
largest_area_cell = "dfrtp_1"
ys_warn_count = 1
avgSynthCellArea_um2 = 10.41

[global_route]
grt_pass1_wl_um = 23310
first_global_vias = 4330
antenna_found_initial = 0
grt_overflow = 0
grt_use_total_pct = 23.83
grt_max_degree = 82

[place]
portBuffers = 39
gp_congestion = 0.8286
placed_cell_area_um2 = 7236
hpwl_um = 8929
dp.cells = 809
dpl_worst_slack_ps = 92.38

[min_path]
hp-class = "input pin to flop"
## layer usage
metal / up-vias / track usage, % / part of all wire (%)
li1: 2212 / - / -
met1: 2192 / 40.59 / 48
met2: 79 / 35.50 / 47
met3: 13 / 3.700 / 4.0
met4: 0 / 2.785 / 1.3
met5: - / 0 / 0
## through the flow
step           hold WS (ps)  power (uW)  util [%]
6_report              374.6       10750     61.44
5_1_grt               371.9       11280     61.44
4_1_cts               363.8       10840     61.44
3_5_place_dp          185.4        6599     56.87
3_3_place_gp          183.7        6573     56.87
2_1_floorplan        -15.59        5887         -
## report_power, final
part / switching, uW / leakage, uW / internal [uW]
sequential: 275 / 0.00167 / 4720
combinational: 710 / 0.00119 / 765
clock: 1620 / 0.000273 / 2670
## kinds of logic after synthesis
group / count (synthesis) / synth area share (%)
DFF: 146 / 55.67
muxes: 19 / 3.257
buffers and inverters: 59 / 4.152
and+or+nand+nor: 269 / 20.93
xor gates and xnor gates: 12 / 1.600
AOI/OAI and AO/OA: 126 / 14.40
## area by class of cell
class / instances / area (um^2) / share of cell area, %
clock buffer: 27 / 513.0 / 6.563
clock inverter: 4 / 47.55 / 0.6083
multi-input combinational: 426 / 2640 / 33.78
sequential: 146 / 3657 / 46.79
tap: 172 / 215.2 / 2.753
timing repair buffer: 69 / 743.2 / 9.509
## timing repair
action,CTS,global route
hold buffers,2,0
gates resized,20,0
hold endpoints to repair,27,0
setup endpoints to repair,20,0
setup buffers,2,0
## synthesized netlist by cell type (all sizes together)
cell / instances
clkbuf: 6
a211oi: 122
nand2b: 1
xnor2: 4
nor2b: 138
o211ai: 4
buf: 53
or2: 1
nand3b: 4
nor2: 122
dfstp: 3
mux2: 19
nand2: 3
xor2: 8
dfrtp: 143
## registers in the layout, summed over array words and instances, names as in the netlist
register,cells
lfsr,126
random_number,20
## final timing paths
| check | from | slack [ps] | end | cells after the start |
|---|---|---|---|---|
| setup / recovery | random_number[8]$_DFFE_PN0P_ | 70 | random_number[8] | 1 |
| hold / removal | random_number_output | 370 | random_number[5]$_DFFE_PN0P_ | 4 |
| setup reg to reg | lfsr[3]$_DFFE_PN1N_ | 260 | lfsr[32]$_DFFE_PN0N_ | 3 |
| hold reg to reg | random_number[5]$_DFFE_PN0P_ | 470 | random_number[5]$_DFFE_PN0P_ | 2 |
| max in group asynchronous | rst | 670 | lfsr[5]$_DFFE_PN1N_ | 3 |
| min in group asynchronous | rst | 430 | lfsr[77]$_DFFE_PN0N_ | 3 |
## layout by cell type (no fill, tap or decap)
cell type	netlist	routed
nand3b_1	4	4
clkbuf_1	6	5
nor2_1	122	122
clkdlybuf4s50_1	0	16
buf_4	1	18
clkinv_2	0	2
a211oi_1	122	122
dlygate4sd2_1	0	20
dlygate4sd3_1	0	1
xnor2_1	4	4
buf_12	0	12
dfstp_2	3	3
dfrtp_1	143	143
xor2_1	8	8
mux2_2	19	19
clkbuf_8	0	5
nor2b_1	138	138
o211ai_1	4	4
buf_6	0	2
clkinvlp_4	0	1
nand2b_1	1	1
or2_2	1	1
nand2_1	3	3
clkbuf_16	0	17
bufinv_16	0	1
Power is estimated from default activity; no workload was simulated.
